==> design/flow/config.mk <==
export PLATFORM = sky130hd
export DESIGN_NAME = clk_div
export DESIGN_NICKNAME = clk_div
export VERILOG_FILES = /design/flow/design.v
export SDC_FILE = /design/flow/constraint.sdc
export NUM_CORES = 4
export LEC_CHECK = 1
export CORE_AREA = 10 10 112 112
export DIE_AREA = 0 0 122 122
==> design/flow/constraint.sdc <==
current_design clk_div

set clk_period 5.5
set clk_io_pct 0.2

create_clock -name clk0 -period $clk_period [get_ports {clk}]

set non_clock_inputs [all_inputs -no_clocks]
set_input_delay [expr $clk_period * $clk_io_pct] -clock clk0 $non_clock_inputs
set_output_delay [expr $clk_period * $clk_io_pct] -clock clk0 [all_outputs]
==> design/flow/design.v <==
`timescale 1ns / 1ps
module clk_div(input clk,
					input rst,
					input SW2,
					output reg[31:0]clkdiv,
					output Clk_CPU
					);
	always @ (posedge clk or posedge rst) begin 
		if (rst) clkdiv <= 0; else clkdiv <= clkdiv + 1'b1; end
	assign Clk_CPU=(SW2)? clkdiv[24] : clkdiv[3];
endmodule
==> design/flow/run.sh <==
#!/bin/bash
# OpenROAD 26Q1-2900-gdf79404cd8, Yosys 0.63+post, stock flow scripts
make -C /OpenROAD-flow-scripts/flow DESIGN_CONFIG=/design/flow/config.mk WORK_HOME=/design/flow/orfs finish
==> git commit body <==
Log flow metrics for this revision

* I/O Pins: 36
* Final HPWL from detailed placement: ~2.8 mm
* Number of detailed-routing iterations run before antenna repair: 4
- On the final layout, the worst hold slack is about 470 ps.
- FILL cells: ~1,100
- Total wire length: between 3 and 4 mm
- Measured slew at the worst slew-check pin: 509 ps
- Run status: finished clean
- Die H: approximately 120 um
* Inserted Clock Buffers: 5
* CTS Sinks: 32
* Total Die Area: 14,900 um^2
- STA lists the endpoint of the worst register-to-register path as clkdiv[24].
- Power share of the sequential group: 0.561
* Synth top area share: 0.534
* Delay of the slowest critical-path stage: ~460 ps
* Flip-flop count of the largest register, all copies and words added: 32
- The floorplan has 37 rows.
* Worst min-delay path category: reg2reg
- Warnings reported by Yosys during synthesis add up to 1.
- Looking at the clock tree report, the maximum root-to-sink buffer count equals 2.
- Core area: approximately 10,000 um^2
* Clock skew: approximately 13 ps
- The number of warnings reported in the stage logs is 25.
- Post-route clock period utilization: 0.616
* Critical path required time: approximately 4400 ps
- Internal power component: between 0.3 and 0.4 mW
- The number of antenna violations at the first check in global routing came to 0.
- Average footprint of a synthesized cell: approximately 12 um^2
- The routed design shows a via density per instance of 3.40.
- In this run the maximum-capacitance check reported violations numbering 0.
- The register with the most flip-flops in the final layout is clkdiv.
- Of the total power, combinational logic draws 0.015.
- Vias after detailed routing: 1,041
* Pins Over Slew Limit: 0
- Synth flops: 32
- Area of the multi-input gates: roughly 660 um^2
* Drt wl/cell: between 10 and 15 um
- Critical path startpoint category: input port
- Measured along the x axis, the die boundary spans 122 um.
* Initial DRC count: about 45
- Summed over all nets, the switching power comes to 0.0944 mW.
- In this run the cell area of the synthesized design comes to between 1500 and 2000 um^2.
* Most frequent cells in the layout: 35 x sky130_fd_sc_hd__clkdlybuf4s50_1, 32 x sky130_fd_sc_hd__dfrtp_1, 19 x sky130_fd_sc_hd__xor2_1, 11 x sky130_fd_sc_hd__xnor2_1, 10 x sky130_fd_sc_hd__nand3_1
- Setup repair after global routing left no endpoint under its margin.
* CTS tree: built
* Critical path data arrival time: approximately 2300 ps
- Switching Share: 0.225
- The final weighted congestion recorded by global placement is between 0.7 and 0.8.
* Number of cells in Yosys stat: roughly 130
- The registers reported with the highest flop counts are clkdiv x32.
- Per the post-route antenna check, the number of violating nets is 0.
- Number of setup violations in the final report: 0
- The number of antenna diodes in the final layout is 0.
- Number of port buffers: 35
- Among the stages of the critical path, the cell type that occurs most often is sky130_fd_sc_hd__clkdlybuf4s50_1.
- The critical path's slowest stage uses the library cell sky130_fd_sc_hd__clkdlybuf4s50_1.
- TritonRoute reported its final design rule violation total as 0.
* Clock Tree Root: sky130_fd_sc_hd__clkbuf_8
- Cell depth of the worst flop-to-flop path: 5
* Most area-hungry cell type in the Yosys netlist: sky130_fd_sc_hd__dfrtp_1
- Critical-path maximum fanout: 1
- The worst VDD IR drop from the latest analysis is about 0.000063 V.
- Setup slack closes at 2110 ps.
- Kind of critical path: in2out
* Resized Gates After CTS: 0
- Summed standard-cell area reported by yosys: approximately 1500 um^2
* Cell types occupying the most area after synthesis: sky130_fd_sc_hd__dfrtp_1 53%, sky130_fd_sc_hd__xor2_1 11%, sky130_fd_sc_hd__xnor2_1 6.4%
* Global-route wire length before repair: around 5.9 mm
- Endpoints failing hold in the final report were tallied at 0.
- Pwr per Cell Area: between 200 and 250 nW/um^2
- H-tree depth: 2
- Vias in the first global route: between 1,000 and 1,500
- Worst Hold Launch: clkdiv[31]
* Post-synth seq share: 0.534
- Worst rel slew slack: 0.660
- Total track usage: 0.0502
- The power report puts the leakage power at approximately 0.9 nW.
- For this run the aggregate overflow at the end of global routing stands at 0.
- Combined flip-flop and latch cell area: ~800 um^2
- Traced cell by cell, the critical path runs through clkdlybuf4s50_1 > mux2_2 > clkdlybuf4s50_1.
- The routed design could run at a clock period as short as between 3000 and 4000 ps.
* Clock share of power: 0.424
* Endpoint of the worst hold path: clkdiv[31]
* Total Neg Setup Slack: 0 ps
- Synthesis handed over a netlist of around 130 instances.
- In the final layout, the share of cells above drive strength 1 is 0.106.
- After clock tree synthesis, the setup repair step added 0 buffers.
- The number of different library cells used by synthesis comes to 22.
- The report gives the cell count of the worst hold path as 1.
- By instance count after routing, the leading logic cell type is sky130_fd_sc_hd__clkdlybuf4s50_1.
- In the CTS report, the clock slew at the register clock pins of the worst setup and hold paths is listed as 60 ps.
- Placement Setup Slack: about 2100 ps
- The clock reaches the later pin of the worst-skew pair after just under 300 ps.
- Reg-to-reg critical path startpoint: clkdiv[0]
* Largest net degree at the start of global routing: 33
- From synthesis to final layout, the design area changed by 39.5%.
- Highest Clock Rate: around 300 MHz
- The setup check on the worst reg-to-reg path leaves a slack of between 3000 and 4000 ps.
- Worst setup EP type: output pin
- Cts-stage hold buffer count: 0
* Effective utilization at floorplan: 0.147
power groups by stage:
stage	sequential, mW	combinational, mW	clock [mW]
after CTS	0.235	0.00706	0.184
final	0.235	0.00650	0.178
after global routing	0.235	0.00759	0.199
Yosys cell counts (all sizes together):
| master | n |
|---|---|
| nand4 | 4 |
| nor2b | 1 |
| and4 | 5 |
| inv | 5 |
| nand2 | 10 |
| nand3 | 13 |
| mux2 | 1 |
| buf | 4 |
| nor2 | 4 |
| nor3 | 4 |
| dfrtp | 32 |
| ha | 1 |
| nor4 | 10 |
| nor3b | 1 |
| and3 | 5 |
| xnor2 | 11 |
| xor2 | 19 |
layer usage:
layer | GRT usage | share of wire | vias to the layer above
met4 | 0.00745 | 0.016 | 0
met1 | 0.0642 | 0.44 | 485
li1 | - | - | 527
met2 | 0.0760 | 0.45 | 22
met3 | 0.0258 | 0.098 | 7
met5 | 0 | 0 | -
final cells by class:
class / instances / share of cell area
Inverter: 5 / 0.00897
Clock buffer: 5 / 0.0329
Clock inverter: 3 / 0.00897
Tap cell: 136 / 0.0813
Multi-Input combinational cell: 89 / 0.314
Timing Repair Buffer: 36 / 0.171
Sequential cell: 32 / 0.383
critical path, delay by kind of cell:
kind / cells / cell delay [ps]
buffers and inverters: 2 / 870
muxes: 1 / 320
per-stage QoR:
| stage | util | instances | area, um^2 | total power, mW |
|---|---|---|---|---|
| finish | 0.205 | 306 | 2090 | 0.420 |
| global route | 0.205 | 306 | 2090 | 0.441 |
| detailed placement | 0.196 | 298 | 2010 | 0.247 |
| floorplan | - | 130 | 1500 | 0.243 |
| global placement | 0.196 | 298 | 2010 | 0.247 |
| CTS | 0.205 | 306 | 2090 | 0.426 |
logic make-up (layout without fill, tap and decap cells):
group,Yosys count,after routing,share of synthesized area
buf+inv,9,49,0.0275
xor+xnor,30,30,0.175
fa+ha+maj,1,1,0.00834
simple gates,57,57,0.248
flops,32,32,0.534
mux,1,1,0.00751
worst max-delay path by stage:
stage	startpoint	endpoint	slack, ps	cells past startpoint
after CTS	SW2	Clk_CPU	2100	3
after global routing	SW2	Clk_CPU	2070	3
final	SW2	Clk_CPU	2110	3
Power is estimated from default activity; no workload was simulated.
